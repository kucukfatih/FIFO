===== design/flow/config.mk =====
export PLATFORM = sky130hd
export DESIGN_NAME = FIFO
export DESIGN_NICKNAME = FIFO
export VERILOG_FILES = /design/flow/design.v
export SDC_FILE = /design/flow/constraint.sdc
export NUM_CORES = 4
export LEC_CHECK = 1
export CORE_UTILIZATION = 40

===== design/flow/constraint.sdc =====
current_design FIFO

set clk_period 3.0
set clk_io_pct 0.2

create_clock -name clk0 -period $clk_period [get_ports {clk}]

set non_clock_inputs [all_inputs -no_clocks]
set_input_delay [expr $clk_period * $clk_io_pct] -clock clk0 $non_clock_inputs
set_output_delay [expr $clk_period * $clk_io_pct] -clock clk0 [all_outputs]

===== design/flow/design.v =====
`timescale 1ns / 1ps
module FIFO#(parameter fwft_enable = 1,parameter width = 16, parameter depth = 8,parameter adr_width = $clog2(depth))(
    input wire clk,
    input wire rst,
    input wire [width-1:0] data_in,
    input wire we,
    input wire re,
    output wire fifo_full,
    output wire fifo_empty,
    output wire [width-1:0] data_out
    );
    wire [3:0] status_signals_w;
    wire [4:0] control_signals_w;
    wire [adr_width:0] w_adr_w;
    wire [adr_width:0] r_adr_w;
    (*dont_touch = "true" *)
    controller #(fwft_enable) con1(.clk(clk),
    .rst(rst),
    .we(we),
    .re(re),
    .status_signals(status_signals_w),
    .control_signals(control_signals_w),
    .fifo_full(fifo_full),
    .fifo_empty(fifo_empty));
    memory #(fwft_enable,width,depth,adr_width) mem1(.data_in(data_in),
    .w_adr(w_adr_w[2:0]),
    .r_adr(r_adr_w[2:0]),
    .load(control_signals_w[4]),
    .read(control_signals_w[3]),
    .clk(clk),
    .data_out(data_out));
    comp #(adr_width + 1) adr_comp (.A(w_adr_w),
    .B(r_adr_w),
    .equal_flag_empty(status_signals_w[0]),
    .equal_flag_empty_fwft(status_signals_w[1]),
    .equal_flag_full(status_signals_w[2]),
    .not_equal_flag(status_signals_w[3]));
    counter #(adr_width + 1) w_cnt (.clk(clk),
    .en(control_signals_w[0]),
    .rst(control_signals_w[2]),
    .cnt_out(w_adr_w));
    read_counter #(fwft_enable,adr_width + 1) r_cnt (.clk(clk),
    .en(control_signals_w[1]),
    .rst(control_signals_w[2]),
    .cnt_out(r_adr_w));
endmodule
`timescale 1ns / 1ps
module comp#(parameter K = 4)(
input wire [K-1:0] A,B,
output wire equal_flag_empty,
output wire equal_flag_empty_fwft,
output wire equal_flag_full,
output wire not_equal_flag
    );
assign equal_flag_empty = (A == B) ? 1'b1 : 1'b0;
assign equal_flag_empty_fwft = (A == (B-1)) ? 1'b1 : 1'b0;
assign equal_flag_full = (A[K-2:0] == B[K-2:0]) ? 1'b1 : 1'b0;
assign not_equal_flag = (A[K-1] != B[K-1]) ? 1'b1 : 1'b0;
endmodule
`timescale 1ns / 1ps
module controller#(parameter fwft_enable = 1)(
    input wire clk,
    input wire rst,
    input wire we,
    input wire re,
    input wire [3:0] status_signals,
    output reg [4:0] control_signals,
    output reg fifo_full,
    output reg fifo_empty
    );
    reg  state,next_state;
    localparam state_0 = 1'b0;
    localparam state_1 = 1'b1;
    (*dont_touch = "true" *)
    always @(posedge clk,posedge rst) begin
        if(rst)
            state <= state_0;
        else 
            state <= next_state;
    end
    always @(state,we,re,status_signals) begin
    case(state)
        state_0: begin
            if(we==0 && re==0)
                next_state <= state_0;
            else 
                next_state <= state_1;
        end
        state_1:begin
                next_state <= state_1;
        end
        default: next_state <= state_0;
    endcase 
    end
    always @(state,we,re,status_signals,fifo_full,fifo_empty) begin   
    case(state)
        state_0:control_signals <= 5'b00100;
        state_1: begin
            if((we==1&&re==1)&&(!fifo_full && !fifo_empty))      
                control_signals <= 5'b11011;
            else if((we==1&&re==1)&& fifo_empty)                 
                control_signals <= 5'b10001; 
            else if((we==1&&re==1)&& fifo_full)                  
                control_signals <= 5'b01010;   
            else if((we==1&&re==0)&&(!fifo_full))                
                control_signals <= 5'b10001; 
            else if((we==0&&re==1)&&(!fifo_empty))                
                control_signals <= 5'b01010;
            else
                control_signals <= 5'b00000;
        end
        default: control_signals <= 5'b00000;
    endcase
    end 
    always @(*) begin
    case(state)
        state_0: begin
            fifo_full = 0;
            fifo_empty = 1;
        end
        default: begin
            fifo_full = (status_signals[3] && status_signals[2]);
            fifo_empty = status_signals[0] ; 
        end
    endcase
    end
endmodule
`timescale 1ns / 1ps
module counter#(parameter K = 4)(
    input clk,rst,en,
    output reg [K-1:0] cnt_out
    );
    always @(posedge clk,posedge rst) begin 
    if (rst) 
        cnt_out <= 0;
    else if(en) 
        cnt_out <= cnt_out + 1;
    else
        cnt_out <= cnt_out;
    end
endmodule
`timescale 1ns / 1ps
module memory#(parameter fwft_enable = 1,parameter width = 16, parameter depth = 8,parameter adr_width = $clog2(depth))(
    input wire [width-1:0] data_in,
    input wire [adr_width-1:0] w_adr,
    input wire [adr_width-1:0] r_adr,
    input wire load,
    input wire read,
    input wire clk,
    output reg [width-1:0]data_out
    );
    (* ram_style = "block" *)  reg [width-1:0] mem [depth-1:0];
    always @(posedge clk) begin
        if(load)
            mem[w_adr] <= data_in;
        else
            mem[w_adr] <= mem[w_adr];
    end
     always @(posedge clk) begin
        if(fwft_enable) begin
            data_out <= mem[r_adr];
        end
        else begin
            if(read)
                data_out <= mem[r_adr];
            else
                data_out <= data_out;
         end
    end
endmodule
`timescale 1ns / 1ps
module read_counter#(parameter fwft = 1,parameter K = 4)(
    input clk,rst,en,
    output reg [K-1:0] cnt_out
    );
    always @(posedge clk,posedge rst) begin 
        if (rst) 
            cnt_out <= 0;
        else if(en) 
            cnt_out <= cnt_out + 1;
        else
            cnt_out <= cnt_out;
        end
endmodule

===== design/flow/run.sh =====
#!/bin/bash
# OpenROAD 26Q1-2900-gdf79404cd8, Yosys 0.63+post, stock flow scripts
make -C /OpenROAD-flow-scripts/flow DESIGN_CONFIG=/design/flow/config.mk WORK_HOME=/design/flow/orfs finish

==> impl_metrics.yaml <==
# generated from flow reports
floorplan:
  die_y_um: 122
  row_count: 43
  initial_core_util_pct: 41.2
  dieWidth_um: 122
  num_io_pins: 38
  core_um2: 14000
  chip_area_um2: 14900
status:
  status: "complete, no violations"
clock_tree:
  root_buffer: "clkbuf_16"
  post_cts_resized: 0
  numClockSinks: 153
  cts.clk_slew.worst_paths_ns: 0.06
  cts_buffers: 17
  clock_path_buffers: 2
  cts_tree: "yes"
  cts_hold_repair.buffers: 0
  clkLatencyLatePin_ns: 0.42
  cts_setup_buffers: 0
  cts_max_level: 4
sta:
  fin_worst_skew_ns: 0.00849
  rsz0062_at_grt: "false"
  worstMarginPinSlew_ns: 0.698
  hold_ws_ns: 0.207
  finalHoldViolCount: 0
  relSlewSlack_pct: 53.5
  tns_ns: 0
  setup_slack_ns: 0.336
  fin_crit_sh_pct: 88.8
  slew_violations: 0
  setup_viol: 0
  finalCriticalPeriod_ns: 2.66
  fmax_ghz: 0.375
routing:
  wl_met1_um: 4070
  viasPerCell: 5.04
  highest_layer: "met4"
  wl_per_cell_um: 18.4
  wl_met3_um: 1310
  ant_nets: 0
  first_pass_iters: 5
  vias: 2750
  wirelength_um: 10100
  drc: 0
  wl_met2_um: 4510
  initialDrtViolationCount: 227
  antenna_cells: 0
synthesis:
  topCellsByArea: "edfxtp_1 67%, mux4_2 13%, dfxtp_1 5.6%, dfrtp_1 3.9%, nand2_1 3.6%"
  synthArstFlopShare_pct: 5.88
  yosys_warnings: 15
  synth_flops: 153
  syn_area_per_cell_um2: 19.3
  ys_seq_share_pct: 76.2
  netlist.area_leader.share_pct: 66.7
  yosysCellCount: 298
  synthesis.area_um2: 5760
  edf_count: 128
  ys_types: 38
  syn_inst: 298
  synthFlopType: "edfxtp_1"
  yosys_area_um2: 5760
  synth_area_leader_cell: "edfxtp_1"
critical_path:
  crit_required_ns: 2.40
  setup.worst_path.class: "flop to output pin"
  reg2reg_slack_ns: 0.98
  start_kind: "flop"
  critPathArrivalTime_ns: 2.06
  end_kind: "output pin"
  cp_max_fo: 8
placement:
  place_area_um2: 6380
  place_ws_ns: 0.566
  hpwlAfterDp_um: 6140
  place_congestion: 0.755
  port-buffer-count: 37
power:
  leakagePower_nw: 2.39
  irDropWorstVdd_mv: 0.448
  p_total_mw: 7.08
  p_per_area_nw_per_um2: 1010
flow_run:
  drv_cap: 0
  warnings: 25
global_routing:
  grt_max_degree: 36
  track_usage_pct: 16.1
  grt_pass1_wl_um: 15900
  first_global_vias: 2957
  overflow: 0
  grt_antenna_before_repair: 0
finish:
  area_growth_pct: 21.5
  drive_gt1_share_pct: 23.8
  final_area_um2: 7000
worst_hold_path:
  min_path_type: "flop to asynchronous set/reset pin"
==> final cells by class <==
class / instances / area [µm²]
sequential: 153 / 4390
clock buffer: 22 / 474
fill: 1114 / 6990
timing repair buffer: 48 / 453
tap: 180 / 225
multi-input combinational: 129 / 1300
inverter: 4 / 15.0
clock inverter: 10 / 143
==> report_power, final <==
part / switching [mW] / internal, mW / total, mW / leakage (nW)
logic: 0.988 / 0.982 / 1.97 / 0.711
clock network: 0.796 / 1.38 / 2.17 / 0.289
registers: 0.167 / 2.77 / 2.94 / 1.39
total: 1.95 / 5.13 / 7.08 / 2.39
==> layout by cell type, fill, tap and decap left out, drive strengths merged, types with 2 or more instances in the layout <==
cell type	n
bufinv	3
inv	4
mux2	2
clkbuf	22
clkinvlp	4
nor2	7
ha	2
edfxtp	128
o21ai	2
nor3	3
nand3	4
clkdlybuf4s50	37
xor2	3
dfrtp	9
nand2	55
dfxtp	16
clkinv	3
buf	11
and3	2
xnor2	4
mux4	32
or3	2
==> cells in the mapped netlist (2+ instances only) <==
library cell / number
buf_2: 3
inv_1: 3
xor2_1: 2
xnor2_1: 2
mux4_2: 32
nand2_1: 55
edfxtp_1: 128
or3_1: 2
dfxtp_1: 16
clkbuf_1: 4
nor3_1: 3
nor2_1: 7
buf_4: 4
o21ai_0: 2
dfrtp_1: 9
ha_1: 2
nand3_1: 3
==> critical path, cell delays in order, from the launching register on <==
cell	delay, ns
dfrtp_1	0.52
xnor2_4	0.25
and3_4	0.25
and3_1	0.17
clkdlybuf4s50_1	0.45
==> cells by family after synthesis <==
| family | count (synthesis) | synth area share, % |
|---|---|---|
| AND-OR/OR-AND | 10 | 1.56 |
| XOR/XNOR | 7 | 1.65 |
| adder cells (fa/ha/maj) | 2 | 0.434 |
| AND/OR/NAND/NOR | 75 | 5.50 |
| flip-flops | 153 | 76.2 |
| buffers and inverters | 16 | 1.50 |
| multiplexers | 35 | 13.1 |
==> per-stage QoR <==
step	cells	utilization, %
CTS	546	50.0
global route	546	50.0
detailed placement	514	45.6
finish	546	50.0
floorplan	298	-
global placement	514	45.6
==> registers in the layout, summed over array words and instances (netlist names) <==
register and cells:
mem1.mem 128, r_cnt.cnt_out 4, con1.state 1, w_cnt.cnt_out 4, mem1.data_out 16
==> routing by layer <==
metal / vias to the layer above / track usage, %
li1: 1264 / -
met1: 1358 / 24.1
met2: 115 / 22.0
met3: 13 / 10.7
met4: 0 / 2.47
met5: - / 0
==> worst paths after layout <==
path | startpoint | end | cells after the start
hold / removal | con1.state | r_cnt.cnt_out[1] | 0
max in group asynchronous | con1.state | r_cnt.cnt_out[0] | 0
setup / recovery | w_cnt.cnt_out[0] | fifo_full | 4
min in group clk0 | r_cnt.cnt_out[3] | w_cnt.cnt_out[3] | 1
setup reg to reg | con1.state | mem1.mem[1][6] | 5
hold reg to reg | con1.state | r_cnt.cnt_out[1] | 0
Power and IR drop assume default switching activity.
